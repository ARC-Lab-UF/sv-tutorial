==> ./design.v <==
package alu_pkg;
    typedef enum logic [1:0] {
        ADD_SEL = 2'b00,
        SUB_SEL = 2'b01,
        AND_SEL = 2'b10,
        OR_SEL  = 2'b11
    } alu_sel_t;
endpackage
package ram_init_demo_pkg;
    localparam logic [7:0] RAM_INIT_DEMO_ARRAY[64] =
    '{
        0: 'hFF,
        1: 'hFF,
        2: 'hFF,
        3: 'hFF,
        4: 'hFF,
        5: 'hFF,
        6: 'hFF,
        7: 'hFF,
        8: 'h10,
        9: 'h12,
        10: 'h14,
        11: 'h16,
        12: 'h18,
        13: 'h1A,
        14: 'h1C,
        15: 'h1E,
        16: 'hAA,
        17: 'h55,
        18: 'h77,
        19: 'hAA,
        20: 'h55,
        21: 'h77,
        22: 'hAA,
        23: 'h55,
        24: 'h1D,
        25: 'h10,
        26: 'h19,
        27: 'h1B,
        28: 'h16,
        29: 'h18,
        30: 'h1D,
        31: 'h15,
        32: 'hBC,
        33: 'hA0,
        34: 'h55,
        default: 'h0
    };
endpackage
module ram_sdp_with_reset #(
    parameter int DATA_WIDTH = 16,
    parameter int ADDR_WIDTH = 10,
    parameter bit REG_RD_DATA = 1'b0,
    parameter bit WRITE_FIRST = 1'b0,
    parameter string STYLE = ""
) (
    input logic clk,
    input logic rst,
    input  logic                  rd_en,
    input  logic [ADDR_WIDTH-1:0] rd_addr,
    output logic [DATA_WIDTH-1:0] rd_data,
    input logic                  wr_en,
    input logic [ADDR_WIDTH-1:0] wr_addr,
    input logic [DATA_WIDTH-1:0] wr_data
);
    localparam int MAX_STYLE_LEN = 16;
    typedef logic [MAX_STYLE_LEN*8-1:0] string_as_logic_t;
    localparam logic [MAX_STYLE_LEN*8-1:0] MEM_STYLE = string_as_logic_t'(STYLE);
    (* ram_style = MEM_STYLE, ramstyle = MEM_STYLE *) logic [DATA_WIDTH-1:0] ram[2**ADDR_WIDTH];
    logic [DATA_WIDTH-1:0] rd_data_ram;
    always_ff @(posedge clk) begin
        if (wr_en) ram[wr_addr] <= wr_data;
        if (rd_en) rd_data_ram <= ram[rd_addr];
    end
    if (WRITE_FIRST) begin : l_write_first
        logic bypass_valid_r = 1'b0;
        logic [DATA_WIDTH-1:0] bypass_data_r;
        always_ff @(posedge clk) begin
            if (rd_en && wr_en) bypass_data_r <= wr_data;
            if (rd_en) bypass_valid_r <= wr_en && rd_addr == wr_addr;
            if (rst) bypass_valid_r <= 1'b0;
        end
        if (REG_RD_DATA) begin : l_reg_rd_data
            always_ff @(posedge clk) begin
                if (rd_en) rd_data <= bypass_valid_r ? bypass_data_r : rd_data_ram;
                if (rst) rd_data <= '0;
            end
        end else begin : l_no_reg_rd_data
            assign rd_data = bypass_valid_r ? bypass_data_r : rd_data_ram;
        end
    end else begin : l_read_first
        if (REG_RD_DATA) begin : l_reg_rd_data
            always_ff @(posedge clk) begin
                if (rd_en) rd_data <= rd_data_ram;
                if (rst) rd_data <= '0;
            end
        end else begin : l_no_reg_rd_data
            assign rd_data = rd_data_ram;
        end
    end
endmodule
==> ./run.sh <==
#!/bin/bash
# OpenROAD 26Q1-2900-gdf79404cd8, Yosys 0.63+post, stock flow scripts
make -C /OpenROAD-flow-scripts/flow DESIGN_CONFIG=/design/flow/config.mk WORK_HOME=/design/flow/orfs finish
==> ./config.mk <==
export PLATFORM = sky130hd
export DESIGN_NAME = ram_sdp_with_reset
export DESIGN_NICKNAME = ram_sdp_with_reset
export VERILOG_FILES = /design/flow/design.v
export SDC_FILE = /design/flow/constraint.sdc
export NUM_CORES = 4
export LEC_CHECK = 1
export CORE_UTILIZATION = 30
export SYNTH_HDL_FRONTEND = slang
export SYNTH_MEMORY_MAX_BITS = 65536
==> ./constraint.sdc <==
current_design ram_sdp_with_reset

set clk_period 60.6
set clk_io_pct 0.2

create_clock -name clk0 -period $clk_period [get_ports {clk}]

set non_clock_inputs [all_inputs -no_clocks]
set_input_delay [expr $clk_period * $clk_io_pct] -clock clk0 $non_clock_inputs
set_output_delay [expr $clk_period * $clk_io_pct] -clock clk0 [all_outputs]
==> flow_summary.json <==
{
  "status": "complete, but fails checks",
  "violations": "max-capacitance violations, max-slew violations",
  "vias_per_cell": 5.12,
  "wl_met3_mm": 434,
  "slew_headroom_pct": -11.7,
  "yosysWarnings": 0,
  "syn_area_um2": 632000,
  "die_area_um2": 2110000,
  "chipWidth_mm": 1.45,
  "ys_types": 75,
  "antenna_found_initial": 168,
  "htreeDepth": 7,
  "critPathLaunch": "rd_addr[0]",
  "cts_made_buffers": 1683,
  "postSynthSeqShare_pct": 77.9,
  "ir_drop_v": 0.0000276,
  "swShare_pct": 21.5,
  "cts_sinks": 16400,
  "top_layer_used": "met5",
  "gp_congestion": 0.897,
  "hp-class": "reg2reg",
  "ios": 56,
  "min_period_over_period_pct": 34.6,
  "crit_type": "in2reg",
  "rsz0062_at_grt": "false",
  "finalCriticalPeriod_ps": 20960,
  "warnings": 82,
  "grt_pass1_vias": 341799,
  "clock-root-buffer": "clkbuf_16",
  "fin_tns_setup_ps": 0,
  "drive_gt1_share_pct": 29.4,
  "drcViolationCount": 0,
  "maxSlewViolCount": 2,
  "wl_per_cell_um": 31.5,
  "yosys_area_um2": 632000,
  "die_h_mm": 1.45,
  "p_int_uw": 18600,
  "clk_pin_slew_ps": 60,
  "regToRegSetupSlack_ps": 54860,
  "worst_path_most_repeated_cell": "buf_4",
  "synthCells": 28451,
  "post_cts_resize_count": 0,
  "hold_start": "ram[754][12]",
  "logic_area_um2": 132000,
  "tightest_slew_ps": 1670,
  "place_hpwl_mm": 1180,
  "path_max_fanout": 84,
  "portBuffers": 54,
  "initial_core_util_pct": 30.1,
  "vias": 309571,
  "grt.total_usage_pct": 19.2,
  "grt_pass1_wl_mm": 2630,
  "avgSynthCellArea_um2": 22.2,
  "drtIter0Drc": 21434,
  "regArea_um2": 492000,
  "ys_async_sr_fraction_pct": 0,
  "skew_ps": 178,
  "ant_nets": 0,
  "endpoint_kind": "flop",
  "cts_buffer_depth": 6,
  "critical_path.max_stage_delay_ps": 890,
  "yosys_cells": 28451,
  "seqPwrFrac_pct": 52.8,
  "clock.latency.late_pin_ps": 1430,
  "netSwitchingPower_uw": 5080,
  "path_cells": "buf_16, buf_4, buf_4, buf_4, buf_4, buf_12, buf_12, buf_4, buf_4, buf_4, mux4_2, mux4_2, o22ai_1, nor4_2, buf_4, nand2b_1, nand4_1, buf_4",
  "p_leak_uw": 0.226,
  "edf_count": 16400,
  "cts_tree": "done",
  "wl_met1_mm": 507,
  "arrival_ps": 22010,
  "start_kind": "primary input",
  "r2r-start": "ram[398][1]",
  "syn_to_final_growth_pct": 15.6,
  "fillers": 189492,
  "drv_cap": 1,
  "worstPathRequired_ps": 61650,
  "fp-row-count": 533,
  "power.total_uw": 23700,
  "ys_ff": 16400,
  "clock.fmax_mhz": 47.7,
  "placed_cells": 57199,
  "fp.coreArea_um2": 2100000,
  "grt-ovfl-total": 0,
  "p_comb_share_pct": 5.3,
  "grt_max_degree": 146,
  "postCtsSetupRepairBufs": 0,
  "fin_cells": 60485,
  "cp_slowest_cell": "nand4_1",
  "hold_viol_final": 0,
  "ys.flop_type": "edfxtp_1",
  "routed_wl_mm": 1910,
  "wl_met2_mm": 849,
  "clkPwrFrac_pct": 41.9,
  "p_per_area_nw_per_um2": 32.4,
  "cts_hold_buffers": 0,
  "setup_viol": 0,
  "drt_first_pass_iters": 6
}
kinds of logic after synthesis:
group           synth area share (%)
compound gates                  2.33
buf+inv                         1.69
flops                           77.9
mux                             16.3
simple gates                    1.84
sequential cells by signal, indices dropped and copies added, names as in the netlist:
signal	flops
rd_data	16
ram	16384
layout make-up:
| class | count | area share (%) |
|---|---|---|
| Clock inverter | 969 | 1.14 |
| Clock buffer | 2014 | 5.98 |
| Multi-Input combinational cell | 10294 | 18.1 |
| Inverter | 8 | 0.00941 |
| Sequential cell | 16400 | 67.3 |
| Tap cell | 28087 | 4.80 |
| Antenna cell | 302 | 0.103 |
| Timing Repair Buffer | 2411 | 2.57 |
synth_stat cells (all sizes together) (7+ instances only):
master   instances  area (µm²)
mux4          3890       87600
nor2b           21         131
nor4            34         213
o211ai          36         270
a2111oi         16         140
o31ai           10        75.1
a21o            11        82.6
a32oi           49         429
nor3           170         851
edfxtp       16400      492000
o21ai          242        1210
nand4           40         250
a311oi          47         412
a31oi          103         644
o22ai          399        2500
or4              8        60.1
a211oi          60         450
buf           1148        8410
a211o           14         123
and3            80         500
nand3          222        1110
a22o            20         175
o311a            9        90.1
o32ai           10        87.6
clkbuf         601        2260
nand2          855        3210
a21oi          405        2030
and2            44         275
a221oi          61         534
o22a             7        61.3
a22oi           77         578
nor3b            8        60.1
mux2i         1451       14500
o311ai          17         149
mux2            70         788
or3             11        68.8
o221ai         481        4210
nand2b          17         106
inv              7        26.3
nor2          1213        4550
o21a             7        52.6
power groups by stage:
stage | Sequential, µW | Combinational (µW) | Clock [µW]
final | 12500 | 1250 | 9930
after global routing | 12500 | 1310 | 10500
after CTS | 12500 | 1240 | 10000
critical path: cells and delay by family:
kind	cells	cell delay, ps
AND-OR/OR-AND	1	610
buffers and inverters	12	6450
multiplexers	2	1090
AND/OR/NAND/NOR	3	1300
worst paths after layout:
path | depth (start not counted) | to
setup / recovery | 18 | rd_data[0]
hold / removal | 6 | rd_data[12]
setup reg to reg | 9 | rd_data[1]
hold reg to reg | 6 | rd_data[12]
cells in the final DEF, fill, tap and decap left out, types with 19 or more instances in the layout:
master | synthesis | final
diode_2 | 0 | 302
clkinv_1 | 1 | 414
mux2_2 | 70 | 70
buf_4 | 229 | 2322
bufinv_16 | 0 | 142
o21ai_0 | 239 | 226
clkinvlp_4 | 0 | 61
nand2_2 | 0 | 32
clkbuf_1 | 601 | 313
nand3_1 | 222 | 194
o221ai_1 | 481 | 479
mux4_2 | 3890 | 3890
a221oi_1 | 61 | 60
and3_1 | 80 | 80
o211ai_1 | 36 | 36
a22oi_1 | 77 | 77
inv_6 | 0 | 28
edfxtp_1 | 16400 | 16400
nor2_2 | 0 | 608
and2_1 | 38 | 33
nand3_4 | 0 | 24
nor2_1 | 1213 | 590
nand4_1 | 40 | 40
clkinv_2 | 0 | 303
a311oi_1 | 47 | 42
a31oi_1 | 103 | 100
a22o_1 | 20 | 20
a32oi_1 | 49 | 49
clkbuf_16 | 0 | 1701
a211oi_1 | 60 | 53
nand2_1 | 855 | 813
mux2i_1 | 1451 | 1450
nor3_1 | 170 | 151
clkdlybuf4s50_1 | 0 | 26
buf_12 | 9 | 34
o22ai_1 | 399 | 399
a21oi_1 | 405 | 401
buf_8 | 29 | 19
routing by layer:
layer  up-vias  GRT usage (%)
li1     125803              -
met1    155297           16.6
met2     24279           27.2
met3      3960           20.1
met4       232           8.48
met5         -           4.54
per-stage QoR:
step                util [%]  hold WS [ps]  cell area, µm²  setup WS (ps)
floorplan                  -           853          632000          45530
global placement        32.2          1310          679000          38190
detailed placement      32.2          1300          679000          38110
CTS                     34.7          1330          731000          39520
global route            34.7          1410          731000          38850
finish                  34.8          1310          731000          39640
Power and IR drop assume default switching activity.
